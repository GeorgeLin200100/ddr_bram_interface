`/design/flow/run.sh`:
```
#!/bin/bash
# OpenROAD 26Q1-2900-gdf79404cd8, Yosys 0.63+post, stock flow scripts
make -C /OpenROAD-flow-scripts/flow DESIGN_CONFIG=/design/flow/config.mk WORK_HOME=/design/flow/orfs finish
```
`/design/flow/config.mk`:
```
export PLATFORM = sky130hd
export DESIGN_NAME = fm_add_BRAM_x
export DESIGN_NICKNAME = fm_add_BRAM_x
export VERILOG_FILES = /design/flow/design.v
export SDC_FILE = /design/flow/constraint.sdc
export NUM_CORES = 4
export LEC_CHECK = 1
export CORE_UTILIZATION = 30
```
`/design/flow/constraint.sdc`:
```
current_design fm_add_BRAM_x

set clk_period 53.7
set clk_io_pct 0.2

create_clock -name clk0 -period $clk_period [get_ports {clk}]

set non_clock_inputs [all_inputs -no_clocks]
set_input_delay [expr $clk_period * $clk_io_pct] -clock clk0 $non_clock_inputs
set_output_delay [expr $clk_period * $clk_io_pct] -clock clk0 [all_outputs]
```
`/design/flow/design.v`:
```
module fm_add_BRAM_x #(
    parameter BRAM_ADDR_WIDTH = 20,
    parameter BRAM_DATA_WIDTH = 64,
    parameter BRAM_DEPTH = 64
)
(
    input clk,
    input we,
    input en,
    input [BRAM_ADDR_WIDTH - 1 : 0] addr,
    input [BRAM_DATA_WIDTH - 1 : 0] din,
    output reg [BRAM_DATA_WIDTH - 1 : 0] dout
);
    (* RAM_STYLE="BLOCK" *) reg [BRAM_DATA_WIDTH - 1 : 0] ram [BRAM_DEPTH - 1 : 0];
    always @(posedge clk) begin
        if (en) begin
            if (we)
                ram[addr] <= din;
            dout <= ram[addr];
        end
    end
endmodule
```
==> impl_results.html <==
<h2>Synthesis and place &amp; route</h2>
<table>
<tr><th>Metric</th><th>Value</th></tr>
<tr><th colspan="2">Outcome</th></tr>
<tr><td>Run status</td><td>completed</td></tr>
<tr><th colspan="2">Worst setup path</th></tr>
<tr><td>Arrival time of data at the critical path endpoint</td><td>15.89 ns</td></tr>
<tr><td>Dominant cell type by count on the critical path</td><td>sky130_fd_sc_hd__buf_4</td></tr>
<tr><td>Crit path max-delay family</td><td>buffers and inverters</td></tr>
<tr><td>Critical path, cell by cell</td><td>buf_8 -&gt; buf_4 -&gt; buf_4 -&gt; buf_4 -&gt; buf_4 -&gt; buf_4 -&gt; mux2i_1 -&gt; o2bb2ai_1 -&gt; a2111oi_0 -&gt; a311oi_1 -&gt; a21oi_1 -&gt; o211ai_1</td></tr>
<tr><td>Element type at the critical path end</td><td>flop</td></tr>
<tr><td>Largest fanout on the critical path</td><td>59</td></tr>
<tr><td>Startpoint types</td><td>input pin</td></tr>
<tr><td>Number of buffers and inverters on the critical path</td><td>6</td></tr>
<tr><td>Worst setup path category</td><td>in -&gt; reg</td></tr>
<tr><td>Cell at the slowest stage of the critical path</td><td>sky130_fd_sc_hd__buf_4</td></tr>
<tr><td>Max incr delay on CP</td><td>0.76 ns</td></tr>
<tr><td>Required time of the worst setup path</td><td>54.29 ns</td></tr>
<tr><th colspan="2">Drt</th></tr>
<tr><td>Mean number of vias per cell</td><td>5.48</td></tr>
<tr><td>DRC violation count after routing</td><td>0</td></tr>
<tr><td>First-pass iteration count of the detailed router</td><td>6</td></tr>
<tr><td>Antenna Nets Post-Route</td><td>0</td></tr>
<tr><td>Routed wire per std cell</td><td>30.0 um</td></tr>
<tr><td>Drt initial violations</td><td>5,678</td></tr>
<tr><td>Routed WL</td><td>478 mm</td></tr>
<tr><td>Number of vias after detailed routing</td><td>87,328</td></tr>
<tr><th colspan="2">Logic synthesis</th></tr>
<tr><td>Synth top area cells</td><td>sky130_fd_sc_hd__edfxtp_1 80%, sky130_fd_sc_hd__a221oi_1 3.9%, sky130_fd_sc_hd__a22oi_1 2.7%</td></tr>
<tr><td>Ys async rst share</td><td>0%</td></tr>
<tr><td>Post-synthesis instance area</td><td>157,000 um^2</td></tr>
<tr><td>Share of the synthesized area in the top cell type</td><td>79.8%</td></tr>
<tr><td>Count of distinct cell types in the synthesized netlist</td><td>57</td></tr>
<tr><td>Mean cell area of the mapped netlist</td><td>18.6 um^2</td></tr>
<tr><td>Part of the Yosys area used for sequential elements</td><td>79.8%</td></tr>
<tr><td>Cell with the most instances after synthesis</td><td>sky130_fd_sc_hd__edfxtp_1</td></tr>
<tr><td>Chip area line of the yosys report</td><td>157,000 um^2</td></tr>
<tr><td>Yosys stat cell total</td><td>8,402</td></tr>
<tr><td>Ys flop type</td><td>sky130_fd_sc_hd__edfxtp_1</td></tr>
<tr><td>Post-synthesis cell count</td><td>8,402</td></tr>
<tr><td>Post-synthesis cell type with the largest combined area</td><td>sky130_fd_sc_hd__edfxtp_1</td></tr>
<tr><td>Number of enable flip-flop cells</td><td>4,160</td></tr>
<tr><td>Top cells by count</td><td>4,160 x sky130_fd_sc_hd__edfxtp_1, 697 x sky130_fd_sc_hd__a221oi_1, 566 x sky130_fd_sc_hd__a22oi_1</td></tr>
<tr><td>YS warnings</td><td>1</td></tr>
<tr><td>Synthesis-stage register bit count</td><td>4,160</td></tr>
<tr><th colspan="2">STA</th></tr>
<tr><td>RSZ-0062 raised after global routing</td><td>no</td></tr>
<tr><td>Transition time of the tightest slew-check pin</td><td>1.08 ns</td></tr>
<tr><td>Setup-violating endpoint count in the final report</td><td>0</td></tr>
<tr><td>Maximum clock frequency</td><td>65.4 MHz</td></tr>
<tr><td>Clock Skew</td><td>0.0716 ns</td></tr>
<tr><td>Tightest slew margin relative to the limit</td><td>26.7%</td></tr>
<tr><td>Tightest hold margin</td><td>0.747 ns</td></tr>
<tr><td>Fin crit share</td><td>28.5%</td></tr>
<tr><td>Final Hold Vio Count</td><td>0</td></tr>
<tr><td>Max-slew violation count</td><td>0</td></tr>
<tr><td>Final critical path time including I/O delays and setup</td><td>15.30 ns</td></tr>
<tr><td>Total negative slack for setup checks</td><td>0 ns</td></tr>
<tr><th colspan="2">Power</th></tr>
<tr><td>VDD IR max</td><td>0.0000303 V</td></tr>
<tr><td>Switching fraction of total power</td><td>21.7%</td></tr>
<tr><td>Fraction of power consumed by sequential logic</td><td>54.8%</td></tr>
<tr><td>Pint</td><td>5150 uW</td></tr>
<tr><td>Power per cell area</td><td>36.6 nW/um^2</td></tr>
<tr><td>Combinational share of power</td><td>5.2%</td></tr>
<tr><td>Leakage power figure</td><td>0.0542 uW</td></tr>
<tr><td>Portion of total power attributed to the clock network</td><td>40.0%</td></tr>
<tr><td>Switching component of the power</td><td>1420 uW</td></tr>
<tr><th colspan="2">Clock tree</th></tr>
<tr><td>CTS tree</td><td>yes</td></tr>
<tr><td>Clock Sink Count</td><td>4,160</td></tr>
<tr><td>Root Buffer</td><td>sky130_fd_sc_hd__clkbuf_16</td></tr>
<tr><td>Clock transition at the register clock pins on the worst setup and hold paths after CTS</td><td>0.07 ns</td></tr>
<tr><td>Hold bufs inserted after CTS</td><td>0</td></tr>
<tr><td>Maximum buffer depth of the clock tree</td><td>4</td></tr>
<tr><td>TritonCTS Buffers</td><td>380</td></tr>
<tr><td>CTS HTree Levels</td><td>5</td></tr>
<tr><td>Skew-Pair Late Insertion Delay</td><td>0.96 ns</td></tr>
<tr><td>Number of resized instances in the post-cts repair step</td><td>0</td></tr>
<tr><td>Postcts setup bufs</td><td>0</td></tr>
<tr><th colspan="2">Hold path</th></tr>
<tr><td>Class of the tightest hold or removal check</td><td>reg -&gt; reg</td></tr>
<tr><th colspan="2">Die</th></tr>
<tr><td>Init Core Util</td><td>30.2%</td></tr>
<tr><td>Overall chip area</td><td>525,000 um^2</td></tr>
<tr><td>Vert. Die Dim</td><td>724 um</td></tr>
<tr><td>I/O pin count</td><td>151</td></tr>
<tr><td>Die width</td><td>724 um</td></tr>
<tr><td>Number of standard-cell rows in the floorplan</td><td>264</td></tr>
<tr><td>Floorplan core area</td><td>518,000 um^2</td></tr>
<tr><th colspan="2">Finish</th></tr>
<tr><td>Fraction of layout instances using a drive strength above 1</td><td>16.5%</td></tr>
<tr><td>Post-synthesis to final-layout area growth</td><td>14.5%</td></tr>
<tr><td>Post-layout instance area</td><td>179,000 um^2</td></tr>
<tr><th colspan="2">Placement</th></tr>
<tr><td>Placed Area</td><td>167,000 um^2</td></tr>
<tr><td>Gpl congestion</td><td>0.861</td></tr>
<tr><td>Port bufs</td><td>136</td></tr>
<tr><td>Detailed-placement wirelength estimate</td><td>265 mm</td></tr>
<tr><th colspan="2">Global route</th></tr>
<tr><td>Pin count of the biggest net entering global routing</td><td>107</td></tr>
<tr><td>Aggregate global routing overflow</td><td>0</td></tr>
<tr><td>Global routing usage summed across all routing layers</td><td>19.2%</td></tr>
<tr><td>Initial antenna violation count</td><td>43</td></tr>
<tr><td>Global-route wire length before repair</td><td>671 mm</td></tr>
<tr><td>Number of global-route vias before repair</td><td>94,565</td></tr>
<tr><th colspan="2">Job</th></tr>
<tr><td>Number of warnings in the stage logs</td><td>46</td></tr>
<tr><td>MaxCap Viol Count</td><td>0</td></tr>
</table>
-- cells by family (layout without fill, tap and decap cells) --
kind of cell	count (synthesis)	in the layout	synth area share [%]
buf+inv	650	1257	1.91
compound gates	2268	2268	10.9
other cells	0	13	0
flops	4160	4160	79.8
mux	601	601	5.15
simple gates	723	723	2.28
-- metrics by stage --
step	power, uW	std cells	util [%]	setup WS [ns]
5_1_grt	6750	15930	34.6	38.15
3_5_place_dp	4010	15245	32.3	37.54
4_1_cts	6600	15925	34.6	38.54
6_report	6570	15938	34.6	38.40
3_3_place_gp	4000	15245	32.3	37.54
2_1_floorplan	3830	8402	-	38.41
-- state kept, by name (all words and copies together) (netlist names) --
signal,cells
ram,4096
dout,64
-- power by group through the flow --
stage / Combinational [uW] / Clock [uW] / Sequential [uW]
6_report: 343 / 2630 / 3600
5_1_grt: 366 / 2780 / 3600
4_1_cts: 343 / 2660 / 3600
-- final timing paths --
check / to / start / slack (ns) / cells after the start
setup / recovery: dout[31] / addr[1] / 38.40 / 12
hold / removal: dout[2] / ram[45][2] / 0.75 / 3
setup reg to reg: dout[49] / ram[36][49] / 50.81 / 6
hold reg to reg: dout[2] / ram[45][2] / 0.75 / 3
-- area by class of cell --
| class | instances | area (um^2) |
|---|---|---|
| multi-input cells | 3592 | 29300 |
| clock inverters | 224 | 1950 |
| inverters | 4 | 35.0 |
| repair buffers | 573 | 4440 |
| well taps | 6916 | 8650 |
| diodes | 13 | 32.5 |
| clock buffers | 456 | 9960 |
| flip-flops and latches | 4160 | 125000 |
| fillers | 46947 | 339000 |
-- cells in the final DEF, fill, tap and decap left out, types with 55 or more instances in the layout --
master / netlist / final
sky130_fd_sc_hd__edfxtp_1: 4160 / 4160
sky130_fd_sc_hd__a221oi_1: 697 / 697
sky130_fd_sc_hd__a22oi_1: 566 / 566
sky130_fd_sc_hd__buf_4: 32 / 430
sky130_fd_sc_hd__clkbuf_16: 0 / 388
sky130_fd_sc_hd__o22ai_1: 333 / 333
sky130_fd_sc_hd__mux2i_1: 248 / 248
sky130_fd_sc_hd__nand2_1: 229 / 224
sky130_fd_sc_hd__mux2_2: 211 / 211
sky130_fd_sc_hd__o21ai_0: 172 / 172
sky130_fd_sc_hd__a21oi_1: 160 / 160
sky130_fd_sc_hd__mux4_2: 142 / 142
sky130_fd_sc_hd__nor2_1: 203 / 136
sky130_fd_sc_hd__nor3_1: 94 / 92
sky130_fd_sc_hd__clkinv_1: 0 / 92
sky130_fd_sc_hd__nor2_4: 0 / 70
sky130_fd_sc_hd__clkbuf_1: 302 / 68
sky130_fd_sc_hd__clkdlybuf4s50_1: 0 / 67
sky130_fd_sc_hd__buf_2: 217 / 64
sky130_fd_sc_hd__o2bb2ai_1: 60 / 60
sky130_fd_sc_hd__o211ai_1: 59 / 59
sky130_fd_sc_hd__clkinv_2: 0 / 59
sky130_fd_sc_hd__a221o_1: 55 / 55
-- routing by layer --
| metal | vias to the layer above | routed length [um] | global-route usage (%) |
|---|---|---|---|
| met2 | 7196 | 221000 | 28.9 |
| met1 | 42709 | 139000 | 18.0 |
| met4 | 66 | 25300 | 7.89 |
| met5 | - | 1390 | 2.16 |
| li1 | 36180 | - | - |
| met3 | 1177 | 90800 | 17.0 |
-- worst min-delay path, cell delays in order, from the launching register on --
cell and delay, ns:
sky130_fd_sc_hd__edfxtp_1 0.32, sky130_fd_sc_hd__a221oi_1 0.09, sky130_fd_sc_hd__o22ai_1 0.13, sky130_fd_sc_hd__or3_1 0.11
Power is estimated from default activity; no workload was simulated.
