**/design/flow/design.v**
```verilog
`timescale 1ps/1ps
module fm_add_ddr_to_out #(
    parameter APP_DATA_WIDTH = 64,
    parameter APP_ADDR_WIDTH = 32,
    parameter APP_MASK_WIDTH = 8,
    parameter DDR_ADDR_STRIDE = 4'b1000,
    parameter MAX = 20
)
(
    input clk,
    input rst,
    input init_calib_complete,
    input module_en,
    input rd_wr,  
    input [APP_ADDR_WIDTH - 1 : 0] ddr_begin_addr,
    output module_done,
    output [APP_ADDR_WIDTH - 1 : 0] app_addr,
    output [2:0] app_cmd,
    output app_en,
    output [APP_DATA_WIDTH - 1 : 0] app_wdf_data,
    output app_wdf_end,
    output [APP_MASK_WIDTH - 1 : 0] app_wdf_mask,
    output app_wdf_wren,
    input [APP_DATA_WIDTH - 1 : 0] app_rd_data,
    input app_rd_data_end,
    input app_rd_data_valid,
    input app_rdy,
    input app_wdf_rdy
);
    localparam WR_CMD = 3'b000;
    localparam RD_CMD = 3'b001;
    localparam IDLE = 2'b00;
    localparam WR = 2'b01;
    localparam RD = 2'b10;
    reg [1:0] state;
    reg [1:0] nxt_state;
    reg wr_en;      
    reg cmd_en;
    reg [6:0] rd_data_cnt;
    reg [6:0] rd_cmd_cnt;
    always @(posedge clk) begin
        if (rst | ~init_calib_complete) begin
            rd_data_cnt <= 0;
        end else if (state == RD & (rd_data_cnt < MAX - 1) & app_rd_data_valid) begin
            rd_data_cnt <= rd_data_cnt + 1;
        end else if (state == RD & (nxt_state != state)) begin
            rd_data_cnt <= 0;
        end
    end
    always @(posedge clk) begin
        if (rst | ~init_calib_complete) begin
            rd_cmd_cnt <= 0;
        end else if (state == RD & (rd_cmd_cnt < MAX - 1) & cmd_en & app_rdy) begin
            rd_cmd_cnt <= rd_cmd_cnt + 1;
        end else if (state == RD & (nxt_state != state)) begin
            rd_cmd_cnt <= 0;
        end
    end
    reg [6:0] wr_data_cnt;
    always @(posedge clk) begin
        if (rst | ~init_calib_complete) begin
            wr_data_cnt <= 0;
        end else if (state == WR & (wr_data_cnt < MAX - 1) & app_wdf_rdy & wr_en) begin
            wr_data_cnt <= wr_data_cnt + 1;
        end else if (state == WR & (nxt_state != state)) begin
            wr_data_cnt <= 0;
        end
    end
    reg [6:0] wr_cmd_cnt;
    always @(posedge clk) begin
        if (rst | ~init_calib_complete) begin
            wr_cmd_cnt <= 0;
        end else if (state == WR & (wr_cmd_cnt < MAX - 1) & cmd_en & app_rdy) begin
            wr_cmd_cnt <= wr_cmd_cnt + 1;
        end else if (state == WR & (nxt_state != state)) begin
            wr_cmd_cnt <= 0;
        end
    end
    always @(posedge clk) begin
        if (rst | ~init_calib_complete) begin
            nxt_state <= IDLE;
        end else if (module_en & rd_wr) begin
            nxt_state <= WR;
        end else if (wr_cmd_cnt == MAX - 1) begin
            nxt_state <= IDLE;
        end else if (module_en & ~rd_wr) begin
            nxt_state <= RD;
        end else if (rd_data_cnt == MAX - 1) begin
            nxt_state <= IDLE;
        end 
    end
    always @(posedge clk) begin
        state <= nxt_state;
    end
    reg [APP_ADDR_WIDTH - 1 : 0] app_addr_r;
    assign app_addr = app_addr_r;
    always @(posedge clk) begin
        if (rst | ~init_calib_complete) begin
            app_addr_r <= 0;
        end else if (state == IDLE & (nxt_state != state)) begin
            app_addr_r <= ddr_begin_addr;   
        end else if (state == WR & (wr_cmd_cnt < MAX - 1) & cmd_en & app_rdy) begin
            app_addr_r <= app_addr_r + DDR_ADDR_STRIDE;
        end else if (state == WR & (nxt_state != state)) begin
            app_addr_r <= 0;
        end else if (state == RD & (rd_cmd_cnt < MAX - 1) & cmd_en & app_rdy) begin
            app_addr_r <= app_addr_r + DDR_ADDR_STRIDE;
        end else if (state == RD & (nxt_state != state)) begin
            app_addr_r <= 0;
        end
    end
    reg [2:0] app_cmd_r;
    assign app_cmd = app_cmd_r;
    always @(posedge clk) begin
        if (rst | ~init_calib_complete) begin
            app_cmd_r <= 0;
        end else if (nxt_state == WR) begin
            app_cmd_r <= WR_CMD;
        end else if (state == WR & (nxt_state != state)) begin
            app_cmd_r <= 0;
        end else if (nxt_state == RD) begin
            app_cmd_r <= RD_CMD;
        end else if (state == RD & (nxt_state != state)) begin
            app_cmd_r <= 0;
        end
    end
    assign app_en = cmd_en & app_rdy;
    reg [APP_DATA_WIDTH - 1 : 0] app_wdf_data_r;
    assign app_wdf_data = app_wdf_data_r;
    always @(posedge clk) begin
        if (rst | ~init_calib_complete) begin
            app_wdf_data_r <= 0;
        end else if (state == WR & (wr_data_cnt < MAX - 1) & app_wdf_rdy & wr_en) begin
            app_wdf_data_r <= app_wdf_data_r + 1;
        end else if (state == WR & (nxt_state != state)) begin
            app_wdf_data_r <= 0;
        end
    end
    assign app_wdf_end = wr_en & app_wdf_rdy;
    assign app_wdf_mask = 0;
    assign app_wdf_wren = wr_en & app_wdf_rdy;
    reg module_done_r;
    always @(posedge clk) begin
        if (rst) begin
            module_done_r <= 0;
        end else if (state == WR & (nxt_state != state)) begin
            module_done_r <= 1;
        end else if (state == RD & (nxt_state != state)) begin
            module_done_r <= 1;
        end else begin
            module_done_r <= 0;
        end
    end
    assign module_done = module_done_r;
    always @(posedge clk) begin
        if (rst | ~init_calib_complete) begin
            wr_en <= 0;
        end else if (state == WR & (wr_data_cnt < MAX - 1)) begin
            wr_en <= 1;
        end else if (state == WR & (wr_data_cnt == MAX - 1)) begin
            if (app_wdf_rdy & wr_en) begin
                wr_en <= 0;
            end else begin
                wr_en <= wr_en;
            end
        end
    end
    always @(posedge clk) begin
        if (rst | ~init_calib_complete) begin
            cmd_en <= 0;
        end else if (state == WR & (wr_cmd_cnt < MAX - 1)) begin
            cmd_en <= 1;
        end else if (state == WR & (wr_cmd_cnt == MAX - 1)) begin
            if (app_rdy & cmd_en) begin
                cmd_en <= 0;
            end else begin
                cmd_en <= cmd_en;
            end 
        end else if (state == RD & (rd_cmd_cnt < MAX - 1)) begin
            cmd_en <= 1;
        end else if (state == RD & (rd_cmd_cnt == MAX - 1)) begin
            if (app_rdy & cmd_en) begin
                cmd_en <= 0;
            end else begin
                cmd_en <= cmd_en;
            end 
        end
    end
endmodule
```
**/design/flow/run.sh**
```bash
#!/bin/bash
# OpenROAD 26Q1-2900-gdf79404cd8, Yosys 0.63+post, stock flow scripts
make -C /OpenROAD-flow-scripts/flow DESIGN_CONFIG=/design/flow/config.mk WORK_HOME=/design/flow/orfs finish
```
**/design/flow/config.mk**
```make
export PLATFORM = sky130hd
export DESIGN_NAME = fm_add_ddr_to_out
export DESIGN_NICKNAME = fm_add_ddr_to_out
export VERILOG_FILES = /design/flow/design.v
export SDC_FILE = /design/flow/constraint.sdc
export NUM_CORES = 4
export LEC_CHECK = 1
export CORE_UTILIZATION = 30
```
**/design/flow/constraint.sdc**
```tcl
current_design fm_add_ddr_to_out

set clk_period 4.9
set clk_io_pct 0.2

create_clock -name clk0 -period $clk_period [get_ports {clk}]

set non_clock_inputs [all_inputs -no_clocks]
set_input_delay [expr $clk_period * $clk_io_pct] -clock clk0 $non_clock_inputs
set_output_delay [expr $clk_period * $clk_io_pct] -clock clk0 [all_outputs]
```
==> reports/metrics.cfg <==
[pwr]
cellPowerDensity_nw_per_um2 = 290
leakage_nw = 2.92
peakVddDrop_uv = 191
p_total_mw = 2.55

[cts]
htreeDepth = 4
clk_path_buf_depth = 2
cts_root_buffer = clkbuf_16
path_clk_slew_ns = 0.06
numCtsBuffers = 17
cts_setup_buffers = 0
ctsHoldBuffers = 0
clkLatencyLatePin_ns = 0.41
clock-sinks = 132
cts_tree = built
ctsResizeCount = 0

[cells_and_area]
n_fill_cell = 2095
area_growth_pct = 34.8
drive_gt1_share_pct = 6.50
stdcell_count = 1229

[timing]
tightest_slew_ns = 0.671
timing.fmax_mhz = 303
finClkSkew_ns = 0.00903
rsz0062_at_grt = no
slew_violations = 0
period_used_pct = 67.4
final.setup.tns_ns = 0
setup_viol = 0
finalWorstSetupSlack_ns = 1.60
hold_viol = 0
slew_headroom_pct = 54.9
period_minus_slack_ns = 3.30

[logic_synthesis]
synth.largest_area_cell = dfxtp_1
edf_count = 0
yosys-stat-area_sq_um = 6530
synth.distinct_cells = 59
netlist_top_cells_area = dfxtp_1 (40%), nand2_1 (6.1%), nand3_1 (4.3%), nor2_1 (4.1%), a21oi_1 (3.8%)
synthTopCellsByCount = dfxtp_1 (132), nand2_1 (106), nor2_1 (72)
ys_ff = 132
syn_area_sq_um = 6530
ff_type = dfxtp_1
syn_avg_cell_area_sq_um = 8.07
async_flop_share_pct = 0
top_cell = dfxtp_1
ys_seq_share_pct = 40.4
top_cell_area_share_pct = 40.4
ys_warn_count = 1
yosysCellCount = 810
syn_inst = 810

[global_route]
grt_pass1_wl_um = 30200
grt_overflow_total = 0
grt_usage_pct = 17.0
grt_pass1_vias = 5857
antenna_found_initial = 0
grt_max_degree = 55

[setup_path]
end_kind = flip-flop
worstPathArrival_ns = 3.66
path_class = in2reg
start_kind = input pin
critPathRequiredTime_ns = 5.26
critPathMaxFanout = 14

[routing]
ant_nets = 0
vias_per_cell = 5.22
antennaDiodeCount = 0
wl_per_cell_um = 15.1
drcViolationCount = 0
num_vias = 6414
drt_iter0_markers = 433
first_pass_iters = 5
drt_wl_total_um = 18600

[die]
core.rowCount = 53
num_io_pins = 216
dieWidth_um = 150
dieArea_sq_um = 22400
die_h_um = 150
core_area_sq_um = 21200
fp_util_pct = 30.9

[worst_hold_path]
hold_class = reg2reg

[place]
io_buffers = 140
place_congestion = 0.827
place_inst = 1197
pre_cts_ws_ns = 1.13
dp_hpwl_um = 12700

[flow_run]
warning_count = 90
max_cap_viol_count = 0

[outcome]
outcome = finished clean

-- cells in the final DEF (no fill, tap or decap), types with 5 or more instances in the layout --
master,instances
clkdlybuf4s50_1,140
dfxtp_1,132
nand2_1,106
nor2_1,71
nand3_1,56
a21oi_1,48
nand4_1,37
o211ai_1,25
o21ai_0,24
and3_1,20
or3_1,20
or4_1,17
clkbuf_16,17
nor3_1,15
xor2_1,13
xnor2_1,12
o31ai_1,12
buf_4,12
inv_1,11
and2_1,10
nand2b_1,10
conb_1,10
o22ai_1,9
and4_1,8
a22oi_1,8
a31oi_1,8
mux2i_1,8
or2_2,7
nor4_1,6
a222oi_1,6
ha_1,6
a211oi_1,5
nor2b_1,5
-- metal layers --
layer | wire length [um] | share of wire [%] | GRT usage [%] | vias to the layer above
li1 | - | - | - | 3259
met1 | 9070 | 49 | 26.1 | 2973
met2 | 8310 | 45 | 25.8 | 169
met3 | 1030 | 5.5 | 3.17 | 13
met4 | 161 | 0.87 | 1.79 | 0
met5 | 0 | 0 | 0 | -
-- logic make-up (layout without fill, tap and decap cells) --
logic type	count (synthesis)	after routing	share of synthesized area [%]
and+or+nand+nor	402	402	31.4
AOI/OAI and AO/OA	173	173	17.6
DFF	132	132	40.4
buffers and inverters	60	195	4.25
xor gates and xnor gates	25	25	3.35
muxes	11	11	1.74
adders and majority gates	6	6	1.15
other	1	10	0.0574
-- state kept, by name (all words and copies together), names as in the netlist --
name            flops
app_addr_r         32
app_cmd_r           1
app_wdf_data_r     64
cmd_en              1
module_done_r       1
nxt_state           2
rd_cmd_cnt          7
rd_data_cnt         7
state               2
wr_cmd_cnt          7
wr_data_cnt         7
wr_en               1
-- stage by stage --
| stage | util (%) | cell area, sq um | hold WS (ns) |
|---|---|---|---|
| floorplan | - | 6570 | 0.395 |
| global placement | 38.7 | 8190 | 0.432 |
| detailed placement | 38.7 | 8190 | 0.432 |
| CTS | 41.6 | 8800 | 0.440 |
| global route | 41.6 | 8800 | 0.462 |
| finish | 41.6 | 8800 | 0.449 |
-- power by group --
part | internal (mW) | switching (mW)
sequential | 1.08 | 0.00810
clock | 0.852 | 0.489
combinational | 0.0561 | 0.0664
-- layout make-up --
cell class              instances  area, sq um  share of cell area, %
well taps                     275          344                   3.91
flip-flops and latches        132         2640                   30.0
repair buffers                152         1490                   16.9
multi-input cells             627         3670                   41.7
inverters                      11         41.3                  0.469
clock buffers                  19          433                   4.92
clock inverters                13          183                   2.07
-- critical path, stage by stage --
cell and delay (ns):
clkdlybuf4s50_1 0.47, and2_1 0.22, o211a_1 0.48, nand4_1 0.43
or2_1 0.49, or4_1 0.51, nand2_1 0.07
-- path summary, 6_finish.rpt --
path | startpoint | end | slack (ns) | cells after the start
setup / recovery | app_wdf_rdy | app_wdf_data_r[42]$_SDFFE_PP0P_ | 1.60 | 7
hold reg to reg | nxt_state[1]$_SDFFE_PP0P_ | state[1]$_DFF_P_ | 0.45 | 0
hold / removal | nxt_state[1]$_SDFFE_PP0P_ | state[1]$_DFF_P_ | 0.45 | 0
setup reg to reg | state[0]$_DFF_P_ | app_wdf_data_r[42]$_SDFFE_PP0P_ | 1.92 | 6
Power figures rest on the tool's default switching activity, not on a simulated workload.
