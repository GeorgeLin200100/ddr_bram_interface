==> design/flow/run.sh <==
#!/bin/bash
# OpenROAD 26Q1-2900-gdf79404cd8, Yosys 0.63+post, stock flow scripts
make -C /OpenROAD-flow-scripts/flow DESIGN_CONFIG=/design/flow/config.mk WORK_HOME=/design/flow/orfs finish
==> design/flow/config.mk <==
export PLATFORM = sky130hd
export DESIGN_NAME = fm_add_ddr_to_bram
export DESIGN_NICKNAME = fm_add_ddr_to_bram
export VERILOG_FILES = /design/flow/design.v
export SDC_FILE = /design/flow/constraint.sdc
export NUM_CORES = 4
export LEC_CHECK = 1
export CORE_AREA = 10 10 413 413
export DIE_AREA = 0 0 423 423
==> design/flow/constraint.sdc <==
current_design fm_add_ddr_to_bram

set clk_period 9.4
set clk_io_pct 0.2

create_clock -name clk0 -period $clk_period [get_ports {clk}]

set non_clock_inputs [all_inputs -no_clocks]
set_input_delay [expr $clk_period * $clk_io_pct] -clock clk0 $non_clock_inputs
set_output_delay [expr $clk_period * $clk_io_pct] -clock clk0 [all_outputs]
==> design/flow/design.v <==
`timescale 1ps/1ps
module fm_add_ddr_to_bram #(
        parameter APP_DATA_WIDTH = 64,
        parameter APP_MASK_WIDTH = APP_DATA_WIDTH / 8,
        parameter APP_ADDR_WIDTH = 32,
        parameter FM_COL = 4,
        parameter FM_ROW = 5,
        parameter BRAM_DATA_WIDTH = APP_DATA_WIDTH * FM_COL,
        parameter BRAM_DEPTH = 64,
        parameter BRAM_ADDR_WIDTH = $clog2(BRAM_DEPTH)
    )
    (
        input clk,
        input rst,
        input init_calib_complete,
        input module_en,
        input rd_wr,  
        input [APP_ADDR_WIDTH - 1 : 0] ddr_begin_addr,
        input [BRAM_ADDR_WIDTH - 1 : 0] bram_begin_addr,
        output reg module_done,
        output [APP_ADDR_WIDTH - 1 : 0] app_addr,
        output [2:0] app_cmd,
        output app_en,
        output [APP_DATA_WIDTH - 1 : 0] app_wdf_data,
        output app_wdf_end,
        output [APP_MASK_WIDTH - 1 : 0] app_wdf_mask,
        output app_wdf_wren,
        input [APP_DATA_WIDTH - 1 : 0] app_rd_data,
        input app_rd_data_end,
        input app_rd_data_valid,
        input app_rdy,
        input app_wdf_rdy,
        output bram_en,
        output bram_we,
        output [BRAM_ADDR_WIDTH - 1 : 0] bram_addr,
        output [BRAM_DATA_WIDTH - 1 : 0] bram_din,
        input [BRAM_DATA_WIDTH - 1 : 0] bram_dout
    ); 
    reg init_calib_complete_r;
    reg [1:0] state;
    reg [1:0] nxt_state;
    reg [6:0] wr_data_cnt;
    reg [6:0] rd_data_cnt;
    reg [6:0] rd_cmd_cnt;
    reg [6:0] wr_cmd_cnt;
    reg cmd_en;
    reg [APP_ADDR_WIDTH - 1 : 0] app_addr_r;
    reg [2:0] app_cmd_r;
    reg bram_en_r;
    reg [BRAM_ADDR_WIDTH - 1 : 0] bram_addr_r;
    reg par_en_r;
    reg [6:0] ddr_p2s_cnt;
    reg [6:0] par_en_cnt;
    localparam IDLE = 2'b00;
    localparam RD = 2'b01;
    localparam WR = 2'b10;
    localparam RD_MAX = FM_COL * FM_ROW;
    localparam WR_MAX = FM_COL * FM_ROW;
    localparam DDR_ADDR_STRIDE = APP_DATA_WIDTH / 8;
    localparam RD_CMD = 3'b001;
    localparam WR_CMD = 3'b000;
    assign app_addr = app_addr_r;
    assign app_cmd = app_cmd_r;
    always @(posedge clk) begin
        init_calib_complete_r <= init_calib_complete;
    end
    assign bram_en = bram_en_r;
    always @(posedge clk) begin
        if (rst) begin
            bram_en_r <= 0;
        end else if(module_en) begin
            bram_en_r <= 1;
        end else if (module_done) begin
            bram_en_r <= 0;
        end
    end
    assign bram_addr = bram_addr_r;
    always @(posedge clk) begin
        if (rst | ~init_calib_complete_r) begin
            bram_addr_r <= 0;
        end else if (state == IDLE & (nxt_state != state)) begin
            bram_addr_r <= bram_begin_addr;
        end else if (state == RD & bram_we) begin
            bram_addr_r <= bram_addr_r + 1;
        end else if (state == RD & (nxt_state != state)) begin
            bram_addr_r <= bram_begin_addr;
        end else if (state == WR & par_en) begin
            bram_addr_r <= bram_addr_r + 1;
        end
    end
    always @(posedge clk) begin
        if (rst | ~init_calib_complete) begin
            par_en_cnt <= 0;
        end else if (state == WR) begin
            if (par_en & (par_en_cnt < FM_ROW)) begin
                par_en_cnt <= par_en_cnt + 1;
            end else if (par_en_cnt == FM_ROW & (nxt_state != state)) begin
                par_en_cnt <= 0;
            end
        end
    end
    assign par_en = par_en_r;
    always @(posedge clk) begin
        if (rst | ~init_calib_complete_r) begin
            par_en_r <= 0;
        end else if (state == WR) begin
            if (ddr_p2s_cnt == FM_COL - 1 & (par_en_cnt < FM_ROW)) begin
                par_en_r <= 1;
            end else begin
                par_en_r <= 0;
            end
        end else begin
            par_en_r <= 0;
        end
    end
    always @(posedge clk) begin
        if (rst | ~init_calib_complete_r) begin
            ddr_p2s_cnt <= 0;
        end else if (state == WR) begin
            if (par_en) begin
                ddr_p2s_cnt <= 0;
            end else if (ddr_p2s_cnt == FM_COL - 1) begin
                ddr_p2s_cnt <= 0;
            end else begin
                ddr_p2s_cnt <= ddr_p2s_cnt + 1;
            end
        end
    end
    always @(posedge clk) begin
        if (rst | ~init_calib_complete_r) begin
            wr_data_cnt <= 0;
        end else if (state == WR & (wr_data_cnt < WR_MAX - 1) & seq_valid & app_wdf_rdy) begin
            wr_data_cnt <= wr_data_cnt + 1;
        end else if (state == WR & (wr_data_cnt == WR_MAX - 1) & (nxt_state != state)) begin
            wr_data_cnt <= 0;
        end
    end
    always @(posedge clk) begin
        if (rst | ~init_calib_complete_r) begin
            rd_data_cnt <= 0;
        end else if (state == RD & (rd_data_cnt < RD_MAX - 1) & app_rd_data_valid) begin
            rd_data_cnt <= rd_data_cnt + 1;
        end else if (state == RD & (rd_data_cnt == RD_MAX - 1) & (nxt_state != state)) begin
            rd_data_cnt <= 0;
        end
    end
    always @(posedge clk) begin
        if(rst | ~init_calib_complete_r) begin
            nxt_state <= IDLE;
        end else if (module_en) begin
            if (rd_wr) begin
                nxt_state <= WR;
            end else begin
                nxt_state <= RD;
            end
        end else if (state == RD & (rd_data_cnt == RD_MAX - 1) & app_rd_data_valid ) begin
            nxt_state <= IDLE;
        end else if (state == WR & (wr_data_cnt == WR_MAX - 1) & app_wdf_rdy & seq_valid) begin
            nxt_state <= IDLE;
        end
    end
    always @(posedge clk) begin
        if(rst) begin
            state <= IDLE;
        end else begin
            state <= nxt_state;
        end
    end
    always @(posedge clk) begin
        if (rst | ~init_calib_complete_r) begin
            module_done <= 0;
        end else if (nxt_state == IDLE & (nxt_state != state)) begin
            module_done <= 1;
        end else begin
            module_done <= 0;
        end
    end
    always @(posedge clk) begin
        if (rst | ~init_calib_complete_r) begin
            rd_cmd_cnt <= 0;
        end else if (state == RD & (rd_cmd_cnt < RD_MAX - 1) & cmd_en & app_rdy) begin
            rd_cmd_cnt <= rd_cmd_cnt + 1;
        end else if (state == RD & (rd_cmd_cnt == RD_MAX - 1) & (nxt_state == IDLE)) begin
            rd_cmd_cnt <= 0;
        end
    end
    always @(posedge clk) begin
        if (rst | ~init_calib_complete_r) begin
            wr_cmd_cnt <= 0;
        end else if (state == WR & (wr_cmd_cnt < WR_MAX - 1) & cmd_en & app_rdy) begin
            wr_cmd_cnt <= wr_cmd_cnt + 1;
        end else if (state == WR & (wr_cmd_cnt == WR_MAX - 1) & (nxt_state == IDLE)) begin
            wr_cmd_cnt <= 0;
        end
    end
    always @(posedge clk) begin
        if (rst | ~init_calib_complete_r) begin
            cmd_en <= 0;
        end else if (state == RD & (rd_cmd_cnt < RD_MAX - 1)) begin
            cmd_en <= app_rdy;
        end else if (state == RD & (rd_cmd_cnt == RD_MAX - 1)) begin
            if (cmd_en & app_rdy) begin
                cmd_en <= 0;
            end
        end else if (state == WR & (wr_cmd_cnt < WR_MAX - 1)) begin
            cmd_en <= app_rdy & app_wdf_wren;  
        end else if (state == WR & (wr_cmd_cnt == WR_MAX - 1)) begin
            if (cmd_en & app_rdy) begin
                cmd_en <= 0;
            end
        end
    end
    always @(posedge clk) begin
        if (rst | ~init_calib_complete_r) begin
            app_addr_r <= 0;
        end else if (state == IDLE & (nxt_state != state)) begin
            app_addr_r <= ddr_begin_addr;
        end else if (state == WR & (wr_cmd_cnt < WR_MAX - 1) & cmd_en & app_rdy) begin
            app_addr_r <= app_addr_r + DDR_ADDR_STRIDE;
        end else if (state == WR & (wr_cmd_cnt == WR_MAX - 1) & (nxt_state != state)) begin
            app_addr_r <= 0;
        end else if (state == RD & (rd_cmd_cnt < RD_MAX - 1) & cmd_en & app_rdy) begin
            app_addr_r <= app_addr_r + DDR_ADDR_STRIDE;
        end else if (state == RD & (rd_cmd_cnt == RD_MAX - 1) & (nxt_state != state)) begin
            app_addr_r <= 0;
        end
    end
    always @(posedge clk) begin
        if (rst | ~init_calib_complete_r) begin
            app_cmd_r <= RD_CMD;
        end else if (nxt_state == RD) begin
            app_cmd_r <= RD_CMD;
        end else if (nxt_state == WR) begin
            app_cmd_r <= WR_CMD;
        end
    end
    assign app_en = cmd_en & app_rdy;
    assign app_wdf_end = app_wdf_rdy & seq_valid;
    assign app_wdf_mask = 0;
    assign app_wdf_wren = app_wdf_rdy & seq_valid;  
    fm_add_s2p_x #(
        .SEQ_CNT(FM_COL),
        .APP_DATA_WIDTH(APP_DATA_WIDTH)
    )
    fm_add_s2p_x_inst
    (
        .clk(clk),
        .rst(rst),
        .seq_en(app_rd_data_valid),
        .seq(app_rd_data),
        .par(bram_din),
        .par_valid(bram_we)
    );
    fm_add_p2s_x #(
        .SEQ_CNT(FM_COL),
        .APP_DATA_WIDTH(APP_DATA_WIDTH)
    )
    fm_add_p2s_x_inst
    (
        .clk(clk),
        .rst(rst),
        .par_en(par_en),
        .par(bram_dout),
        .seq(app_wdf_data),
        .seq_valid(seq_valid),
        .seq_last(seq_last)
    );
endmodule
`timescale 1ps/1ps
module fm_add_p2s_x #(
        parameter SEQ_CNT = 5,
        parameter APP_DATA_WIDTH = 64
    )
    (
        input clk,
        input rst,
        input par_en,
        input [APP_DATA_WIDTH * SEQ_CNT - 1 : 0] par,
        output [APP_DATA_WIDTH - 1 : 0] seq,
        output seq_valid,
        output seq_last
    );
    reg [5:0] cnt;
    reg [APP_DATA_WIDTH * SEQ_CNT - 1 : 0] par_r;
    always @(posedge clk) begin
        if (rst) begin
            par_r <= 0;
        end else if (par_en) begin
            par_r <= par;
        end else begin
            par_r <= 0;
        end
    end
    reg cnt_en;
    always @(posedge clk) begin
        if (rst) begin
            cnt_en <= 0;
        end else if (par_en) begin
            cnt_en <= 1;
        end else if (cnt == SEQ_CNT - 1) begin
            cnt_en <= 0;
        end
    end
    always @(posedge clk) begin
        if (rst) begin
            cnt <= 0;
        end else if (cnt_en & (cnt < SEQ_CNT - 1)) begin
            cnt <= cnt + 1;
        end else if (cnt_en & (cnt == SEQ_CNT - 1)) begin
            cnt <= 0;
        end
    end
    assign seq_valid = cnt_en;
    assign seq_last = (cnt == SEQ_CNT - 1);
    assign seq = par_r[cnt * APP_DATA_WIDTH +: APP_DATA_WIDTH];
endmodule
`timescale 1ps/1ps
module fm_add_s2p_x #(
        parameter SEQ_CNT = 5,
        parameter APP_DATA_WIDTH = 64
    )
    (
        input clk,
        input rst,
        input seq_en,
        input [APP_DATA_WIDTH - 1 : 0] seq,
        output [APP_DATA_WIDTH * SEQ_CNT - 1 : 0] par,
        output par_valid
    );
    reg [APP_DATA_WIDTH * SEQ_CNT - 1 : 0] par_r;
    assign par = par_r;
    always @(posedge clk) begin
        if (rst) begin
            par_r <= 0;
        end else if (seq_en) begin
            par_r <= {seq, par_r[APP_DATA_WIDTH * SEQ_CNT - 1 : APP_DATA_WIDTH]};
        end
    end
    reg [5:0] cnt;
    always @(posedge clk) begin
        if (rst) begin
            cnt <= 0;
        end else if (seq_en & (cnt < SEQ_CNT - 1)) begin
            cnt <= cnt + 1;
        end else if (seq_en & (cnt == SEQ_CNT - 1)) begin
            cnt <= 0;
        end
    end
    reg seq_en_r;
    always @(posedge clk) begin
        seq_en_r <= seq_en;
    end
    assign par_valid = (cnt == 0) & seq_en_r;
endmodule
==> qor.yml <==
die_area_um2: 178900
routedWlPerCell_um: 17.25
ys_warn_count: 6
post_synth_adder_cell_area_pct: 0.6633
data_required_critical_path_ps: 7520
warnings: 28
route.final.wire_length_um: 87010
max-slew-margin-rel_pct: 43.43
ys_ff: 616
fin_tns_setup_ps: 0
sequential_cell_area_um2: 12340
post_cts_resize_count: 0
place_congestion: 0.8841
hpwlAfterDp_um: 66910
slowest_delay_ps: 610
io-pin-count: 742
crit_fanout: 28
number_of_global_route_vias_before_repair: 16740
finalHoldWorstSlack_ps: 428.3
top_cell_area_share_pct: 54.48
crit_path_end_kind: "output pin"
area_delta_synth_final_pct: 53.75
dr.first_iter.drc_count: 1065
p_per_area_nw_per_um2: 170.8
p_leak_nw: 13.14
edf_count: 0
floorplan.rows: 147
timing.critical_path.mode_cell: "sky130_fd_sc_hd__buf_4"
synth-async-reset-ratio_pct: 0
gate_count_after_technology_mapping: 2112
htree_num_levels: 3
cts_setup_buffers: 0
holdCritPathClass: "register to register"
synthMuxAreaShare_pct: 17.91
outcome: "completed"
synth.comb.largest_family: "simple AND/OR/NAND/NOR gates"
core_box_area_um2: 160900
clk-insertion-delay-late_ps: 670
gr-usage-all-layers_pct: 9.369
post-route-drc-count: 0
n_fill_cell: 17197
synth_chip_area_um2: 22640
dominant_cell_by_count_in_the_synthesized_netlist: "sky130_fd_sc_hd__dfxtp_1"
layout.cells.non_filler: 5045
synthAoiAreaFrac_pct: 3.781
cts_tree: "done"
synth_area_per_cell_um2: 10.72
critPathSlowestCell: "sky130_fd_sc_hd__buf_4"
antenna_found_initial: 16
critical_path.reg2reg.startpoint: "par_en_r$_SDFF_PP0_"
syn_std_cell_area_um2: 22640
crit_path_cell_trace: "buf_4 > buf_4 > mux4_2 > nor2b_1 > clkdlybuf4s50_1"
min-delay-start: "par_en_cnt[6]$_SDFFE_PP0P_"
ys_top_cells_by_count: "sky130_fd_sc_hd__dfxtp_1 (616), sky130_fd_sc_hd__nor2_1 (310), sky130_fd_sc_hd__and2_1 (274), sky130_fd_sc_hd__mux2i_1 (260), sky130_fd_sc_hd__nor2b_1 (82)"
synth_area_in_xor_xnor_pct: 0.6578
route.vias.total: 17221
cts_hold_buf: 0
report.final.setup_viol: 0
final_antenna_net_count: 0
floorplanUtilization_pct: 14.06
comb_gate_area_um2: 9666
placement.io_buffers: 730
final_core_utilization_pct: 21.62
post-synth-top-area-cell: "sky130_fd_sc_hd__dfxtp_1"
fmax_mhz: 178.7
grt_pass1_wl_um: 121500
cts_inserted_buffers: 73
worst_clock_skew_ps: 33.39
grt_start_max_net_pins: 94
drt-pass1-iter-count: 5
yosys_cell_count: 2112
overflow: 0
die.size.x_um: 423
tightestPinTransition_ps: 848.5
cts-root-to-sink-buffers: 3
synthSimpleGateAreaFrac_pct: 19.44
post_synth_num_cell_types: 65
vdd.ir_drop.worst_mv: 0.1176
dieHeight_um: 423
slew_violations: 0
cp-startpoint: "fm_add_p2s_x_inst.cnt[0]$_SDFFE_PP0P_"
worst-endpoint-arrival_ps: 3720
route.detailed.vias_per_inst: 3.413
timing.final.crit_share_pct: 59.55
max_cap_viol_count: 0
layout_cell_share_with_drive_strength_beyond_1_pct: 8.388
ys_seq_share_pct: 54.48
finalHoldViolations: 0
grt_setup_unrepaired: "false"
tritoncts_num_sinks: 616
critPathKind: "register to output pin"
flop_cell: "sky130_fd_sc_hd__dfxtp_1"
final_period_minus_worst_setup_slack_ps: 5597
place.detailed.instances: 4900
post_synth_main_area_contributors: "sky130_fd_sc_hd__dfxtp_1 (54%), sky130_fd_sc_hd__mux2i_1 (11%), sky130_fd_sc_hd__and2_1 (7.6%)"
clkTransAtPathRegs_ps: 60
cts_root_buffer: "sky130_fd_sc_hd__clkbuf_16"
worst_setup_path_start_kind: "register"
-- metrics by stage --
step | setup slack, ps | cell area [um2] | total power, W
6_report | 3803 | 34800 | 0.005943
5_1_grt | 3459 | 34790 | 0.006176
4_1_cts | 3568 | 34770 | 0.006069
3_5_place_dp | 4038 | 32320 | 0.003124
3_3_place_gp | 4050 | 32320 | 0.003123
2_1_floorplan | 5403 | 22670 | 0.002848
-- worst max-delay path, delay by kind of cell (launching register included) --
kind,cells,cell delay [ps]
buffers and inverters,3,1690
DFF,1,590
muxes,1,570
and+or+nand+nor,1,160
-- layer usage --
layer	track usage, %	share of wire [%]
met1	10.33	36
met2	16.74	53
met3	2.940	6.7
met4	3.514	4.4
met5	0	0.029
-- sequential cells by signal, summed over array words and instances, names as in the netlist, 7 cells and up --
signal	cells
ddr_p2s_cnt	7
rd_cmd_cnt	7
fm_add_s2p_x_inst.par_r	256
app_addr_r	32
rd_data_cnt	7
fm_add_p2s_x_inst.par_r	256
par_en_cnt	7
wr_cmd_cnt	7
wr_data_cnt	7
-- final timing paths --
kind,endpoint,slack (ps),depth (start not counted)
max reg2reg,fm_add_p2s_x_inst.par_r[142]$_SDFF_PP0_,6460,6
min,par_en_cnt[6]$_SDFFE_PP0P_,430,2
max,app_wdf_data[1],3800,5
min reg2reg,par_en_cnt[6]$_SDFFE_PP0P_,430,2
-- cell families after synthesis --
family / count (synthesis)
muxes: 325
adders and majority gates: 12
DFF: 616
other: 1
buffers and inverters: 157
and+or+nand+nor: 850
xor gates and xnor gates: 17
AOI/OAI and AO/OA: 134
-- power by group --
group | leakage [nW] | switching, W | total (W) | internal [W]
registers | 4.98 | 0.0000351 | 0.00268 | 0.00265
clock network | 1.21 | 0.00119 | 0.00288 | 0.00169
logic | 6.94 | 0.000132 | 0.000379 | 0.000247
-- cells in the final DEF, fill, tap and decap left out, drive strengths merged, types with 12 or more instances in the layout --
cell type,n
clkdlybuf4s50,728
dfxtp,616
nor2,312
and2,274
mux2i,260
clkbuf,108
nor2b,82
mux4,64
nand2,61
a21oi,44
nand3,40
buf,35
o21ai,29
inv,22
or3,15
nand4,14
a31oi,14
diode,12
xor2,12
ha,12
clkinv,12
-- cell type report --
type | count | area share [%]
tap | 2160 | 7.766
clock inverter | 25 | 0.7190
clock buffer | 108 | 6.324
sequential | 616 | 35.46
timing repair buffer | 763 | 21.74
multi-input combinational | 1348 | 27.77
antenna | 12 | 0.08628
inverter | 13 | 0.1402
Power is estimated from default activity; no workload was simulated.
